File: config.mk
export PLATFORM = sky130hd
export DESIGN_NAME = CoreExe
export DESIGN_NICKNAME = CoreExe
export VERILOG_FILES = /design/flow/design.v
export SDC_FILE = /design/flow/constraint.sdc
export NUM_CORES = 4
export LEC_CHECK = 1
export CORE_UTILIZATION = 40
File: constraint.sdc
current_design CoreExe

set clk_period 14.9
set clk_io_pct 0.2

create_clock -name clk0 -period $clk_period [get_ports {clock}]

set non_clock_inputs [all_inputs -no_clocks]
set_input_delay [expr $clk_period * $clk_io_pct] -clock clk0 $non_clock_inputs
set_output_delay [expr $clk_period * $clk_io_pct] -clock clk0 [all_outputs]
File: design.v
module ALU(
  input  [9:0]  io_op,
  input  [31:0] io_data1,
  input  [31:0] io_data2,
  output [31:0] io_result
);
  wire  op_sub = io_op[1];  
  wire  op_slt = io_op[2];  
  wire  op_sltu = io_op[3];  
  wire  op_sra = io_op[9];  
  wire  _adder_b_T_1 = op_sub | op_slt | op_sltu;  
  wire [31:0] _adder_b_T_2 = ~io_data2;  
  wire [31:0] adder_b = op_sub | op_slt | op_sltu ? _adder_b_T_2 : io_data2;  
  wire [31:0] _adder_cout_result_T_1 = io_data1 + adder_b;  
  wire [31:0] _GEN_10 = {{31'd0}, _adder_b_T_1};  
  wire [31:0] _adder_cout_result_T_3 = _adder_cout_result_T_1 + _GEN_10;  
  wire [32:0] adder_cout_result = {{1'd0}, _adder_cout_result_T_3};  
  wire  adder_cout = adder_cout_result[32];  
  wire [31:0] add_sub_result = adder_cout_result[31:0];  
  wire  _slt_result_T_3 = io_data1[31] & ~io_data2[31];  
  wire  _slt_result_T_9 = _slt_result_T_3 | io_data1[31] == io_data2[31] & add_sub_result[31];  
  wire [31:0] slt_result = {31'h0,_slt_result_T_9};  
  wire  _sltu_result_T = ~adder_cout;  
  wire [31:0] sltu_result = {31'h0,_sltu_result_T};  
  wire [31:0] and_result = io_data1 & io_data2;  
  wire [31:0] or_result = io_data1 | io_data2;  
  wire [31:0] xor_result = io_data1 ^ io_data2;  
  wire [62:0] _GEN_11 = {{31'd0}, io_data1};  
  wire [62:0] sll_result = _GEN_11 << io_data2[4:0];  
  wire  _data1_64_T_1 = op_sra & io_data1[31];  
  wire [31:0] _data1_64_T_3 = _data1_64_T_1 ? 32'hffffffff : 32'h0;  
  wire [63:0] data1_64 = {_data1_64_T_3,io_data1};  
  wire [63:0] sr64_result = data1_64 >> io_data2[4:0];  
  wire [31:0] sr_result = sr64_result[31:0];  
  wire [31:0] _GEN_0 = 10'h200 == io_op ? sr_result : 32'h0;  
  wire [31:0] _GEN_1 = 10'h100 == io_op ? sr_result : _GEN_0;  
  wire [62:0] _GEN_2 = 10'h80 == io_op ? sll_result : {{31'd0}, _GEN_1};  
  wire [62:0] _GEN_3 = 10'h40 == io_op ? {{31'd0}, xor_result} : _GEN_2;  
  wire [62:0] _GEN_4 = 10'h20 == io_op ? {{31'd0}, or_result} : _GEN_3;  
  wire [62:0] _GEN_5 = 10'h10 == io_op ? {{31'd0}, and_result} : _GEN_4;  
  wire [62:0] _GEN_6 = 10'h8 == io_op ? {{31'd0}, sltu_result} : _GEN_5;  
  wire [62:0] _GEN_7 = 10'h4 == io_op ? {{31'd0}, slt_result} : _GEN_6;  
  wire [62:0] _GEN_8 = 10'h2 == io_op ? {{31'd0}, add_sub_result} : _GEN_7;  
  wire [62:0] _GEN_9 = 10'h1 == io_op ? {{31'd0}, add_sub_result} : _GEN_8;  
  assign io_result = _GEN_9[31:0];  
endmodule
module CoreExe(
  input         clock,
  input         reset,
  input         io_Mem_MemReady,
  output [31:0] io_Mem_Result,
  output [4:0]  io_Mem_Rd,
  input  [9:0]  io_Id_AluOp,
  input  [31:0] io_Id_Data1,
  input  [31:0] io_Id_Data2,
  input         io_Id_MmuEn,
  input         io_Id_MmuWen,
  input  [4:0]  io_Id_MmuOp,
  input  [31:0] io_Id_MmuRData2,
  input  [4:0]  io_Id_Rd,
  output        io_Id_ExeReady
);
  wire [9:0] ALU_io_op;  
  wire [31:0] ALU_io_data1;  
  wire [31:0] ALU_io_data2;  
  wire [31:0] ALU_io_result;  
  reg [31:0] Result;  
  reg [4:0] Rd_r;  
  ALU ALU (  
    .io_op(ALU_io_op),
    .io_data1(ALU_io_data1),
    .io_data2(ALU_io_data2),
    .io_result(ALU_io_result)
  );
  assign io_Mem_Result = Result;  
  assign io_Mem_Rd = Rd_r;  
  assign io_Id_ExeReady = io_Mem_MemReady;  
  assign ALU_io_op = io_Id_AluOp;  
  assign ALU_io_data1 = io_Id_Data1;  
  assign ALU_io_data2 = io_Id_Data2;  
  always @(posedge clock) begin
    if (reset) begin  
      Result <= 32'h0;  
    end else if (io_Mem_MemReady) begin  
      Result <= ALU_io_result;  
    end
    if (reset) begin  
      Rd_r <= 5'h0;  
    end else if (io_Mem_MemReady) begin  
      Rd_r <= io_Id_Rd;  
    end
  end
endmodule
File: run.sh
#!/bin/bash
# OpenROAD 26Q1-2900-gdf79404cd8, Yosys 0.63+post, stock flow scripts
make -C /OpenROAD-flow-scripts/flow DESIGN_CONFIG=/design/flow/config.mk WORK_HOME=/design/flow/orfs finish
==> impl_metrics.csv <==
group,metric,value,unit
detailed_routing,postRouteAntennaNets,0,
detailed_routing,dr.pass1.iters,5,
setup_path,critPathRequiredTime,15090,ps
placed_design,port-buffer-count,119,
setup_path,worstReg2RegStart,"Result[31]$_SDFFE_PP0P_",
timing,skew,0,ps
job,max_cap_violations,0,
detailed_routing,topRoutingLayerUsed,"met4",
setup_path,crit_path_start_kind,"primary input",
detailed_routing,via_per_inst,6.48,
setup_path,crit_arrival,7770,ps
clock_tree,post-cts-setup-buffers,0,
synthesis,top_logic_kind,"AND-OR/OR-AND gates",
synthesis,synth-compound-area-share,0.256,
synthesis,ys_sh_mux,0.227,
synthesis,async_reset_ff_frac,0,
clock_tree,hold_buffers,0,
setup_path,crit_top_cell,"a211oi_1",
placed_design,placed_cells,1597,
timing,fin_ws,7320,ps
synthesis,most_common_cell,"nor2_1",
layout,register_area,741,um^2
synthesis,synth_cell_types,80,
setup_path,crit_family,"AND-OR/OR-AND gates",
synthesis,flop_cell,"dfxtp_1",
setup_path,cp_max_fo,25,
clock_tree,cts_root_buf,"clkbuf_16",
layout,drive_above_1_share,0.110,
synthesis,yosys_warnings,1,
layout,area_growth,15.7,%
run_status,run_status,"complete, no violations",
placed_design,place_hpwl,31.8,mm
timing,setup_viol,0,
timing,fin_crit,7580,ps
detailed_routing,n_antenna_cell,0,
synthesis,numSynthFlops,37,
setup_path,crit_buf_inv,2,
power_and_ir_drop,p_per_area,53.0,nW/um^2
power_and_ir_drop,p_leak,4.36,nW
synthesis,netlist_top_cells_count,"nor2_1, ha_1, a21oi_1, nand2_1, o21ai_0",
synthesis,synth_seq_share,0.0773,
timing,finalCritPeriodShare,0.509,
placed_design,pre_cts_slack,7090,ps
job,warnings,98,
clock_tree,numCtsBuffers,5,
detailed_routing,wl_met3,4.39,mm
synthesis,edf_count,0,
detailed_routing,finalWirelength,42.1,mm
setup_path,cp_num_cells,12,
synthesis,syn_area,9590,um^2
synthesis,synth_xor_xnor_area_share,0.0512,
global_route,grt_pass1_vias,9608,
setup_path,path_class,"primary input to flop",
power_and_ir_drop,vdd_drop_max,0.0396,mV
detailed_routing,drc,0,
layout,finalCoreUtilization,0.472,
min_path,hold_class,"flop to flop",
clock_tree,htreeDepth,2,
clock_tree,cts_tree,"done",
floorplan,fp.coreArea,23500,um^2
clock_tree,clock_path_buffers,2,
synthesis,ys_sh_adder,0.127,
synthesis,yosysCellCount,1239,
synthesis,netlist_instances,1239,
timing,slew_headroom,0.393,
setup_path,r2r_cells,4,
placed_design,dpl_cell_area,10900,um^2
setup_path,crit_path_end_kind,"flop",
timing,slew_violations,0,
global_route,antenna_found_initial,0,
floorplan,die_x,157,um
layout,layout.cells.non_filler,1605,
placed_design,place.gp.congestion,1.07,
global_route,grt_pass1_wl,62.5,mm
min_path,min_from,"Result[1]$_SDFFE_PP0P_",
global_route,gr-total-overflow,0,
timing,worst_slew_pin_slew,901,ps
layout,nFillCells,2343,
synthesis,ys_sh_simple,0.182,
synthesis,synth.largest_area_cell,"mux4_2",
floorplan,dieArea,24600,um^2
global_route,grt_max_degree,66,
clock_tree,worstSkewPairLatency,290,ps
layout,fin_area,11100,um^2
detailed_routing,vias,10400,
floorplan,ios,159,
floorplan,num_rows,56,
setup_path,r2r_end,"Result[31]$_SDFFE_PP0P_",
detailed_routing,wl_per_cell,26.3,um
detailed_routing,wl_met1,17.6,mm
clock_tree,cts.sink_count,37,
setup_path,critical_path.cell_chain,"clkdlybuf4s50_1, nor3_2, buf_4, xnor2_1, ha_1, a21oi_1, a211oi_1, a211oi_1, o31ai_1, a31oi_1, xor2_1, a311oi_1",
synthesis,synth.avg_cell_area,7.74,um^2
layout,combGateArea,8120,um^2
power_and_ir_drop,power.total,0.587,mW
floorplan,fp-utilization,0.408,
clock_tree,cts_resized,0,
setup_path,cp-endpoint,"Result[26]$_SDFFE_PP0P_",
detailed_routing,drt_iter0_drc,1183,
timing,rsz0062_at_grt,"no",
synthesis,yosys_area,9590,um^2
timing,fmax,0.132,GHz
detailed_routing,met2_length,18.7,mm
timing,timing.hold.ws,477,ps
timing,setup_tns,0,ps
setup_path,cpPeakStageDelay,710,ps
synthesis,top_cells_by_area,"mux4_2, ha_1, dfxtp_1",
setup_path,crit_start,"io_Id_AluOp[3]",
synthesis,synthDominantCellAreaShare,0.181,
global_route,grt_use_total,0.358,
clock_tree,cts.clk_slew.worst_paths,60,ps
setup_path,rrSetupSlack,13810,ps
setup_path,worst_path_max_delay_cell,"o31ai_1",
timing,hold_violations,0,
floorplan,die-height,157,um
[power by group]
part,switching [mW],internal [mW],leakage (nW)
registers,0.00292,0.103,0.304
clock network,0.0493,0.0837,0.0831
logic,0.203,0.145,3.97
total,0.255,0.332,4.36
[final cells by class]
type,instances,share of cell area
timing repair buffer,144,0.123
sequential,37,0.0668
clock buffer,6,0.0125
multi-input combinational,1019,0.732
inverter,78,0.0264
tap,319,0.0360
clock inverter,2,0.00339
[layer usage]
| metal | vias to the layer above | GRT usage |
|---|---|---|
| li1 | 4754 | - |
| met1 | 4969 | 0.504 |
| met2 | 600 | 0.546 |
| met3 | 83 | 0.0995 |
| met4 | 0 | 0.0980 |
| met5 | - | 0.00828 |
[flip-flops by register name (all words and copies together), names as in the netlist]
register and flops:
Rd_r 5, Result 32
[layout by cell type, fill, tap and decap left out, drive strengths merged, types with 13 or more instances in the layout]
cell and n:
buf 30, ha 96, clkdlybuf4s50 114, nand2 92
dfxtp 37, nor2 147, inv 77, a221oi 20
a21oi 94, o211ai 17, mux4 77, a211oi 25
nand3 13, o21ai 89, nor3 38, a21o 15
mux2i 39, xnor2 45
[kinds of logic (layout without fill, tap and decap cells)]
logic type / after synthesis / in the layout
mux: 121 / 121
fa+ha+maj: 97 / 97
simple gates: 372 / 372
compound gates: 373 / 373
xor+xnor: 56 / 56
flops: 37 / 37
buf+inv: 183 / 230
[tightest hold or removal path: cells and delay by family (launching register included)]
family | cells | cell delay (ps)
flip-flops | 1 | 310
AND/OR/NAND/NOR | 2 | 130
[worst min-delay path by stage]
stage	to	slack, ps	depth (start not counted)
6_report	Result[1]$_SDFFE_PP0P_	480	2
4_1_cts	Result[12]$_SDFFE_PP0P_	480	2
5_1_grt	Result[23]$_SDFFE_PP0P_	500	2
Power and IR drop assume default switching activity.
