## ./config.mk

```make
export PLATFORM = sky130hd
export DESIGN_NAME = CoreId
export DESIGN_NICKNAME = CoreId
export VERILOG_FILES = /design/flow/design.v
export SDC_FILE = /design/flow/constraint.sdc
export NUM_CORES = 4
export LEC_CHECK = 1
export CORE_UTILIZATION = 50
```

## ./constraint.sdc

```tcl
current_design CoreId

set clk_period 8.9
set clk_io_pct 0.2

create_clock -name clk0 -period $clk_period [get_ports {clock}]

set non_clock_inputs [all_inputs -no_clocks]
set_input_delay [expr $clk_period * $clk_io_pct] -clock clk0 $non_clock_inputs
set_output_delay [expr $clk_period * $clk_io_pct] -clock clk0 [all_outputs]
```

## ./design.v

```verilog
module CoreId(
  input         clock,
  input         reset,
  output        io_If_IdReady,
  input  [31:0] io_If_IfInstr,
  output [9:0]  io_Exe_AluOp,
  output [31:0] io_Exe_Data1,
  output [31:0] io_Exe_Data2,
  output        io_Exe_MmuEn,
  output        io_Exe_MmuWen,
  output [4:0]  io_Exe_MmuOp,
  output [31:0] io_Exe_MmuRData2,
  output [4:0]  io_Exe_Rd,
  input         io_Exe_ExeReady,
  output [4:0]  io_RegFile_Rs1,
  output [4:0]  io_RegFile_Rs2,
  output [4:0]  io_RegFile_Rd,
  input  [31:0] io_RegFile_RData1,
  input  [31:0] io_RegFile_RData2,
  input         io_RegFile_RValid
);
  reg [9:0] alu_op;  
  reg [31:0] data1;  
  reg [31:0] data2;  
  reg  mmu_en;  
  reg  mmu_wen;  
  reg [4:0] mmu_op;  
  reg [31:0] mmu_RData2;  
  reg [4:0] rd_r;  
  wire [6:0] opcode = io_If_IfInstr[6:0];  
  wire [4:0] rd = io_If_IfInstr[11:7];  
  wire [2:0] fuct3 = io_If_IfInstr[14:12];  
  wire [4:0] rs1 = io_If_IfInstr[19:15];  
  wire [4:0] rs2 = io_If_IfInstr[24:20];  
  wire [6:0] fuct7 = io_If_IfInstr[31:25];  
  wire  R_op = opcode == 7'h33;  
  wire  I_op = opcode == 7'h13;  
  wire  S_op = opcode == 7'h23;  
  wire  L_op = opcode == 7'h3;  
  wire  B_op = opcode == 7'h63;  
  wire  J_type = opcode == 7'h6f;  
  wire  lui = opcode == 7'h37;  
  wire  auipc = opcode == 7'h17;  
  wire  jalr = opcode == 7'h67;  
  wire  I_type = I_op | L_op | jalr;  
  wire  U_type = lui | auipc;  
  wire [19:0] _imm_T_2 = io_If_IfInstr[31] ? 20'hfffff : 20'h0;  
  wire [31:0] _imm_T_4 = {_imm_T_2,io_If_IfInstr[31:20]};  
  wire [31:0] _imm_T_11 = {_imm_T_2,fuct7,rd};  
  wire [18:0] _imm_T_14 = io_If_IfInstr[31] ? 19'h7ffff : 19'h0;  
  wire [31:0] _imm_T_23 = {_imm_T_14,io_If_IfInstr[31],io_If_IfInstr[7],io_If_IfInstr[30:25],io_If_IfInstr[11:8],1'h0};  
  wire [31:0] _imm_T_25 = {io_If_IfInstr[31:12],12'h0};  
  wire [10:0] _imm_T_28 = io_If_IfInstr[31] ? 11'h7ff : 11'h0;  
  wire [31:0] _imm_T_37 = {_imm_T_28,io_If_IfInstr[31],io_If_IfInstr[19:12],io_If_IfInstr[20],io_If_IfInstr[30:21],1'h0}
    ;  
  wire [31:0] _imm_T_38 = J_type ? _imm_T_37 : 32'h0;  
  wire [31:0] _imm_T_39 = U_type ? _imm_T_25 : _imm_T_38;  
  wire [31:0] _imm_T_40 = B_op ? _imm_T_23 : _imm_T_39;  
  wire [31:0] _imm_T_41 = S_op ? _imm_T_11 : _imm_T_40;  
  wire  _add_T = fuct3 == 3'h0;  
  wire  _add_T_1 = R_op & fuct3 == 3'h0;  
  wire  _add_T_2 = fuct7 == 7'h0;  
  wire  add = R_op & fuct3 == 3'h0 & fuct7 == 7'h0 | I_op & fuct3 == 3'h0 | L_op | S_op;  
  wire  _sub_T_2 = fuct7 == 7'h20;  
  wire  sub = _add_T_1 & fuct7 == 7'h20;  
  wire  _slt_T = fuct3 == 3'h2;  
  wire  slt = R_op & fuct3 == 3'h2 & _add_T_2 | I_op & fuct3 == 3'h2;  
  wire  sltu = R_op & fuct3 == 3'h3 & _add_T_2 | I_op & fuct3 == 3'h3;  
  wire  and_ = R_op & fuct3 == 3'h7 & _add_T_2 | I_op & fuct3 == 3'h7;  
  wire  or_ = R_op & fuct3 == 3'h6 & _add_T_2 | I_op & fuct3 == 3'h6;  
  wire  _xor_T = fuct3 == 3'h4;  
  wire  xor_ = R_op & fuct3 == 3'h4 & _add_T_2 | I_op & fuct3 == 3'h4;  
  wire  _sll_T = fuct3 == 3'h1;  
  wire  sll = R_op & fuct3 == 3'h1 & _add_T_2 | I_op & fuct3 == 3'h1 & _add_T_2;  
  wire  _srl_T = fuct3 == 3'h5;  
  wire  _srl_T_1 = R_op & fuct3 == 3'h5;  
  wire  _srl_T_5 = I_op & fuct3 == 3'h5;  
  wire  srl = R_op & fuct3 == 3'h5 & _add_T_2 | I_op & fuct3 == 3'h5 & _add_T_2;  
  wire  sra = _srl_T_1 & _sub_T_2 | _srl_T_5 & _sub_T_2;  
  wire  _io_If_IdReady_T = io_Exe_ExeReady & io_RegFile_RValid;  
  wire  _io_RegFile_Rs1_T = R_op | I_type;  
  wire [9:0] _alu_op_T_8 = {sra,srl,sll,xor_,or_,and_,sltu,slt,sub,add};  
  wire [4:0] _mmu_op_T_3 = {_srl_T,_xor_T,_slt_T,_sll_T,_add_T};  
  assign io_If_IdReady = io_Exe_ExeReady & io_RegFile_RValid;  
  assign io_Exe_AluOp = alu_op;  
  assign io_Exe_Data1 = data1;  
  assign io_Exe_Data2 = data2;  
  assign io_Exe_MmuEn = mmu_en;  
  assign io_Exe_MmuWen = mmu_wen;  
  assign io_Exe_MmuOp = mmu_op;  
  assign io_Exe_MmuRData2 = mmu_RData2;  
  assign io_Exe_Rd = rd_r;  
  assign io_RegFile_Rs1 = R_op | I_type | S_op | B_op ? rs1 : 5'h0;  
  assign io_RegFile_Rs2 = R_op | S_op | B_op ? rs2 : 5'h0;  
  assign io_RegFile_Rd = _io_RegFile_Rs1_T | U_type | J_type ? rd : 5'h0;  
  always @(posedge clock) begin
    if (reset) begin  
      alu_op <= 10'h0;  
    end else if (_io_If_IdReady_T) begin  
      alu_op <= _alu_op_T_8;  
    end
    if (reset) begin  
      data1 <= 32'h0;  
    end else if (_io_If_IdReady_T) begin  
      data1 <= io_RegFile_RData1;  
    end
    if (reset) begin  
      data2 <= 32'h0;  
    end else if (_io_If_IdReady_T) begin  
      if (R_op) begin  
        data2 <= io_RegFile_RData2;
      end else if (I_type) begin  
        data2 <= _imm_T_4;
      end else begin
        data2 <= _imm_T_41;
      end
    end
    if (reset) begin  
      mmu_en <= 1'h0;  
    end else if (_io_If_IdReady_T) begin  
      mmu_en <= L_op | S_op;  
    end
    if (reset) begin  
      mmu_wen <= 1'h0;  
    end else if (_io_If_IdReady_T) begin  
      mmu_wen <= S_op;  
    end
    if (reset) begin  
      mmu_op <= 5'h0;  
    end else if (_io_If_IdReady_T) begin  
      mmu_op <= _mmu_op_T_3;  
    end
    if (reset) begin  
      mmu_RData2 <= 32'h0;  
    end else if (_io_If_IdReady_T) begin  
      if (S_op) begin  
        mmu_RData2 <= io_RegFile_RData2;
      end else begin
        mmu_RData2 <= 32'h0;
      end
    end
    if (reset) begin  
      rd_r <= 5'h0;  
    end else if (_io_If_IdReady_T) begin  
      rd_r <= io_RegFile_Rd;  
    end
  end
endmodule
```

## ./run.sh

```bash
#!/bin/bash
# OpenROAD 26Q1-2900-gdf79404cd8, Yosys 0.63+post, stock flow scripts
make -C /OpenROAD-flow-scripts/flow DESIGN_CONFIG=/design/flow/config.mk WORK_HOME=/design/flow/orfs finish
```

==> run notes <==
yosys + openroad results -> crit path launch type=primary input, async set-reset flop share out of synthesis=0%, final critical delay including setup and external delays=6.124 ns, post-synthesis sequential area ratio=44.96%, reg2reg path depth=3, setup_tns=0 ns, most frequent cells in the layout=clkdlybuf4s50_1 (232), dfxtp_1 (118), nand2_1 (90), Total GRT Usage=30.30%, largest net degree at the start of global routing=74, Max transition margin=39.61%, setup repair after global routing missed its margin=no, share of layout cells above drive strength 1=11.23%, CTS root buffer=clkbuf_8, count of state elements after synthesis=118, global-route wire length before repair=25560 µm, layout-stage area growth over the synthesis result=54.37%, cell types with the largest area share after synthesis=dfxtp_1 (45%), nand2_1 (6.5%), a21oi_1 (6.1%), Final Instance Count excl. Fillers=964, outcome=finished, final reports clean, maximum clock insertion buffer count=2, leading cell type in the layout, fill and taps excluded=clkdlybuf4s50_1, Max Fclk=0.1633 GHz, total number of yosys warnings=1, placeable core region=10280 µm², routability congestion estimate from global placement=0.8860, IO buf count=233, post-layout period usage=68.81%, count of max-cap constraint violations=0, Worst Hold Depth=2, floorplan row count=37, Vias/cell=5.585, total cells reported by yosys after synthesis=607, initial antenna violation count=0, portion of synthesized cell area occupied by the leading cell type=44.96%, number of diodes added for antenna fixing=0, yosys synthesis chip area=5254 µm², H-tree depth reported by CTS=4, area of the die=10920 µm², start-to-end type of the worst setup path=in -> out, Most common reg cell=dfxtp_1, final hold violation count=0, routed length per placed instance=16.69 µm, type of element capturing the critical path=output pin, number of buffers created by CTS=17, number of global-route vias before repair=4901, Leak=2.840 nW, power per unit of standard cell area=164.5 nW/µm², hold_buf cts=0, number of enable-type register cells in the synthesized netlist=0, die width=104.5 µm, die y size=104.5 µm, worst-case vdd ir drop=0.0001064 V, Mapped Cells=607, Worst Path Required=7.12 ns, number of buffers inserted by post-CTS setup repair=0, Detailed Route Iter0 Violations=407, detailed-route DRC error count=0, worst clock skew=0 ns, startpoint of the tightest hold check path=data1[1]$_SDFFE_PP0P_, worst min-delay path class=reg -> reg, Slew Viols, Final=0, synthesized cell area=5254 µm², Post-Route Hold Slack=0.4538 ns, setup violators final=0, launch point of the critical path=io_If_IfInstr[5], most area-hungry cell type in the Yosys netlist=dfxtp_1, insertion delay to the later sink of the worst-skew pair=0.50 ns, Synth cell types=62, I/O Pins=234, placed wire-length estimate after detailed placement=10960 µm, slew at the pin closest to its max-slew limit=0.9058 ns, Critical Path Fanout Max=14, GRT Residual Overflow=0, clk sink count=118, Arr. time, crit path=4.34 ns, detailed-route wire length=16090 µm, number of iterations in the first detailed-routing pass=5, Gates resized, CTS repair=0, OpenROAD warning count=26, number of placed instances with taps included=933, Avg Synthesized Cell Area=8.655 µm², clock tree from TritonCTS=done, total number of vias=5384, clock edge transition at the registers on the reported setup and hold paths=0.06 ns, initial core utilization=51.12%, remaining antenna violation count after routing=0, worst r2r src=data2[24]$_SDFFE_PP0P_
[registers in the layout (all words and copies together), names as in the netlist]
register	flops
mmu_wen	1
mmu_RData2	32
data2	32
rd_r	5
data1	32
alu_op	10
mmu_op	5
mmu_en	1
[layout make-up]
cell class,instances,area (µm²)
clock inverters,14,131.4
repair buffers,241,2390
multi-input cells,435,2631
fillers,629,2167
inverters,3,11.26
well taps,136,170.2
clock buffers,17,414.1
flip-flops and latches,118,2362
[layer usage]
| layer | up-vias | global-route usage, % | routed length (µm) |
|---|---|---|---|
| met1 | 2529 | 47.52 | 7093 |
| met4 | 0 | 5.000 | 188 |
| met2 | 248 | 44.42 | 7240 |
| met5 | - | 0 | 0 |
| li1 | 2592 | - | - |
| met3 | 15 | 7.801 | 1571 |
[power by group]
part	switching, mW	internal, mW
registers	0.00734	0.544
clock network	0.250	0.371
logic	0.0732	0.0895
[worst paths after layout]
| path | endpoint | slack (ns) |
|---|---|---|
| setup / recovery | io_RegFile_Rd[4] | 2.78 |
| hold / removal | data1[1]$_SDFFE_PP0P_ | 0.45 |
| setup reg to reg | data2[24]$_SDFFE_PP0P_ | 7.99 |
| hold reg to reg | data1[1]$_SDFFE_PP0P_ | 0.45 |
[metrics by stage]
stage / cell area (µm²) / power (mW) / util, % / setup slack [ns]
3_5_place_dp: 7565 / 0.7234 / 73.61 / 2.867
6_report: 8110 / 1.335 / 78.91 / 2.776
5_1_grt: 8110 / 1.384 / 78.91 / 2.625
3_3_place_gp: 7565 / 0.7209 / 73.61 / 2.926
2_1_floorplan: 5254 / 0.6246 / - / 4.468
4_1_cts: 8110 / 1.341 / 78.91 / 2.838
[cells in the mapped netlist, types with 2 or more instances]
cell / number
buf_1: 5
nand2_1: 91
o21bai_1: 2
buf_6: 4
nor2_1: 81
nand4b_1: 2
and3b_1: 2
o32ai_1: 2
a211oi_2: 10
o32ai_2: 10
a211oi_1: 5
a221oi_1: 9
buf_2: 8
clkbuf_1: 28
nor3_1: 15
and2_1: 15
nand3_1: 6
inv_1: 3
or2_2: 11
buf_4: 5
nand2b_1: 4
dfxtp_1: 118
a21oi_1: 64
and3_1: 2
nor3b_1: 6
a211o_1: 3
o21ai_1: 2
a31o_2: 5
a22oi_1: 31
nor4_1: 3
nand4_1: 2
a311oi_1: 9
nand3b_1: 2
o21ai_0: 13
mux2i_1: 2
[logic make-up after synthesis]
family | synth area share, %
AND/OR/NAND/NOR | 24.22
AND-OR/OR-AND | 25.03
flip-flops | 44.96
buffers and inverters | 5.192
multiplexers | 0.5954
[critical path, cell delays in order]
cell	delay, ns
clkdlybuf4s50_1	0.91
nand4b_4	0.24
a21oi_1	0.72
and2_1	0.22
clkdlybuf4s50_1	0.46
Power and IR drop assume default switching activity.
