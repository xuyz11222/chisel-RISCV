==> /design/flow/design.v <==
module Tick(
  input   clock,
  input   reset,
  output  io_tick
);
  reg [31:0] r1;  
  wire  limit = r1 == 32'h7f2814;  
  wire [31:0] _r1_T_1 = r1 + 32'h1;  
  assign io_tick = r1 == 32'h7f2814;  
  always @(posedge clock) begin
    if (reset) begin  
      r1 <= 32'h0;  
    end else if (limit) begin  
      r1 <= 32'h0;  
    end else begin
      r1 <= _r1_T_1;  
    end
  end
endmodule
module KnightRider(
  input        clock,
  input        reset,
  output [5:0] io_led
);
  wire  tick_clock;  
  wire  tick_reset;  
  wire  tick_io_tick;  
  reg  stateReg;  
  reg [5:0] ledReg;  
  wire  _GEN_0 = ledReg[1] ? 1'h0 : stateReg;  
  wire  _GEN_1 = ledReg[4] | _GEN_0;  
  wire [6:0] _ledReg_T = {ledReg, 1'h0};  
  wire [6:0] _GEN_2 = ~stateReg ? _ledReg_T : {{2'd0}, ledReg[5:1]};  
  wire [6:0] _GEN_4 = tick_io_tick ? _GEN_2 : {{1'd0}, ledReg};  
  wire [6:0] _GEN_5 = reset ? 7'h1 : _GEN_4;  
  Tick tick (  
    .clock(tick_clock),
    .reset(tick_reset),
    .io_tick(tick_io_tick)
  );
  assign io_led = ledReg;  
  assign tick_clock = clock;
  assign tick_reset = reset;
  always @(posedge clock) begin
    if (reset) begin  
      stateReg <= 1'h0;  
    end else if (tick_io_tick) begin  
      stateReg <= _GEN_1;
    end
    ledReg <= _GEN_5[5:0];  
  end
endmodule
module KnightTop(
  input        clock,
  input        reset,
  input  [3:0] io_btn,
  output [5:0] io_led
);
  wire  knight_clock;  
  wire  knight_reset;  
  wire [5:0] knight_io_led;  
  KnightRider knight (  
    .clock(knight_clock),
    .reset(knight_reset),
    .io_led(knight_io_led)
  );
  assign io_led = knight_io_led;  
  assign knight_clock = clock;
  assign knight_reset = reset;
endmodule
==> /design/flow/run.sh <==
#!/bin/bash
# OpenROAD 26Q1-2900-gdf79404cd8, Yosys 0.63+post, stock flow scripts
make -C /OpenROAD-flow-scripts/flow DESIGN_CONFIG=/design/flow/config.mk WORK_HOME=/design/flow/orfs finish
==> /design/flow/config.mk <==
export PLATFORM = sky130hd
export DESIGN_NAME = KnightTop
export DESIGN_NICKNAME = KnightTop
export VERILOG_FILES = /design/flow/design.v
export SDC_FILE = /design/flow/constraint.sdc
export NUM_CORES = 4
export LEC_CHECK = 1
export CORE_UTILIZATION = 40
==> /design/flow/constraint.sdc <==
current_design KnightTop

set clk_period 3.8
set clk_io_pct 0.2

create_clock -name clk0 -period $clk_period [get_ports {clock}]

set non_clock_inputs [all_inputs -no_clocks]
set_input_delay [expr $clk_period * $clk_io_pct] -clock clk0 $non_clock_inputs
set_output_delay [expr $clk_period * $clk_io_pct] -clock clk0 [all_outputs]
==> Slide: Implementation Results <==
Run Summary

Outcome
  – Outcome: completed

Setup path
  – Cell family with most CP delay: simple AND/OR/NAND/NOR gates
  – Endpoint type of the worst setup path: register
  – Critical Path AT: between 2000 and 3000 ps
  – Worst setup SP type: register
  – Worst Path Required: between 3000 and 4000 ps
  – CP startpoint: knight.tick.r1[16]
  – Crit path kind: register to register
  – Crit path cell chain: and3_1, nand4_1, o21ai_1, buf_4, a21oi_1
  – Slowest cell delay on critical path: 700 ps
  – Slowest cell on crit path: nand4_1
  – Worst path bufs/invs: 1
  – CP Max Fanout: 24
  – Worst R2R Start: knight.tick.r1[16]

Die
  – Width of the die: 73.1 um
  – Init Core Util: between 40 and 50%
  – Chip area: roughly 0.0053 mm^2
  – Row count: 25
  – Die height: about 73 um
  – Core area: ~0.0048 mm^2
  – Top-level I/O count: 12

Final timing
  – Final tally of max-slew violations: 0
  – Setup TNS: 0 ps
  – Worst slew pin tran: roughly 770 ps
  – Tcrit/Tclk final: ~64%
  – RSZ-0062 raised after global routing: false
  – Tmin final: between 2000 and 2500 ps
  – Max Fclk: a little over 400 MHz
  – Max-slew headroom: around half
  – Hold Vio Cnt, Final: 0
  – Clk_skew: between 6 and 7 ps
  – Setup violations, final: 0

Routing
  – Final wirelength: approximately 4.3 mm
  – WL/cell: between 10 and 15 um
  – Via count: 1729
  – Metal1 wirelength: about 2.2 mm
  – Vias per cell: 5.69
  – DR top layer: met4
  – Antenna diode count: 0
  – # DRC: 0
  – Met3 WL post-DR: 174 um
  – Final ANT Viol Nets: 0
  – DRT iter0 DRCs: 82
  – DR WL met2: approximately 1.8 mm
  – Pre-antenna DRT Iters: 4

Clock network
  – Worst-path clk slew: approximately 80 ps
  – Number of H-tree levels: 2
  – Latency at later pin: 280 ps
  – Postcts setup bufs: 0
  – Post-CTS Hold Fix Bufs: 0
  – CTS tree: done
  – PostCTS Resize Cnt: 0
  – Clock Sinks: 39
  – CTS root buffer: clkbuf_8
  – CTS buffer count: 5
  – Clk buf depth: 2

Job
  – OpenROAD warnings: 30
  – Total of max-cap violations: 0

Pwr
  – Overall Power: 715 uW
  – Maximum VDD drop: approximately 0.00021 V
  – P per Cell Area: about 330 mW/mm^2
  – Lkg Pwr: ~0.65 nW

GRT
  – Remaining global-route overflow: 0
  – Initial antenna violation count: 0
  – First-pass GRT wire length: roughly 7.5 mm
  – Total GRT Usage: approximately 18%
  – Vias in the first global route: ~1600
  – Largest net degree at the start of global routing: 25

Logic synthesis
  – Yosys cell count: between 200 and 250
  – Mean Syn Cell Area: ~8.6 um^2
  – Yosys Chip Area: 0.00202 mm^2
  – Yosys reg bits: 39
  – Synth warn: 2
  – Cell Area, Synth: approximately 0.0020 mm^2
  – Seq/Total Area, Yosys: 38.7%
  – Mapped Cells: 236
  – Cell Type Count: 42

Final layout
  – Layout Cells excl Fill: just over 300
  – Layout cell share with drive strength beyond 1: 6.75%
  – Area grow syn2layout: 7.87%

Min path
  – Hold Crit Start: knight.tick.r1[0]
  – Worst Hold Class: register to register

Place
  – IO Port Bufs: 7
  – Placed cell count: roughly 300
  – Dpl hpwl: between 2 and 3 mm
  – GP Congestion: 0.854
-- through the flow --
stage,hold WS (ps),util [%],cell area [um^2],worst slack [ps]
6_report,476,45.5,2180,1380
5_1_grt,505,45.5,2180,1200
4_1_cts,481,45.5,2180,1430
3_5_place_dp,464,43.8,2100,1290
3_3_place_gp,454,43.8,2100,1290
2_1_floorplan,437,-,2020,1790
-- registers in the layout, summed over array words and instances (netlist names) --
| register | count |
|---|---|
| knight.ledReg | 6 |
| knight.tick.r1 | 32 |
| knight.stateReg | 1 |
-- layer usage --
layer | vias to the layer above | track usage, %
met5 | - | 0
met4 | 0 | 3.27
met3 | 5 | 2.80
met2 | 34 | 27.0
met1 | 800 | 29.3
li1 | 890 | -
-- worst reg2reg max path: stages, from the launching register on --
cell	delay (ps)
dfxtp_1	400
and3_1	440
nand4_1	710
o21ai_1	340
buf_4	310
a21oi_1	90
-- Yosys cell counts (all sizes together) --
library cell / instances / area (um^2)
ha: 2 / 25.0
nand3: 14 / 70.1
nand2: 9 / 33.8
mux2i: 5 / 50.1
o211ai: 1 / 7.51
buf: 10 / 57.6
xnor2: 3 / 26.3
o21a: 12 / 90.1
or4: 8 / 60.1
o2111ai: 1 / 8.76
or3: 4 / 26.3
inv: 11 / 41.3
o22ai: 2 / 12.5
o311ai: 3 / 26.3
nand4: 15 / 100
o41ai: 2 / 17.5
dlygate4sd1: 1 / 8.76
o32ai: 4 / 35.0
xor2: 10 / 87.6
dfxtp: 39 / 781
clkbuf: 6 / 32.5
nor3: 5 / 25.0
nor2: 20 / 75.1
nor4b: 1 / 8.76
a311o: 1 / 10.0
and4: 7 / 66.3
and2: 2 / 13.8
a21oi: 11 / 55.1
and3: 2 / 12.5
o21ai: 9 / 45.0
o31a: 1 / 8.76
o31ai: 6 / 45.0
nor4: 9 / 56.3
-- final timing paths --
check | endpoint | slack, ps | cells after the start
setup / recovery | knight.tick.r1[26] | 1380 | 5
hold / removal | knight.tick.r1[0] | 480 | 1
hold reg to reg | knight.tick.r1[0] | 480 | 1
setup reg to reg | knight.tick.r1[26] | 1380 | 5
-- cell type report --
cell class	instances	area, um^2
multi-input cells	169	1100
repair buffers	10	92.6
flip-flops and latches	39	781
clock inverters	1	5.00
well taps	67	83.8
clock buffers	7	76.3
fillers	469	2610
inverters	11	41.3
-- power breakdown --
group	total, mW	internal, mW	switching (mW)
clock network	0.266	0.129	0.137
registers	0.416	0.412	0.00424
logic	0.0324	0.0102	0.0222
-- kinds of logic (layout without fill, tap and decap cells) --
kind of cell               after synthesis  count (layout)  share of synthesized area (%)
buffers and inverters                   28              29                           6.94
DFF                                     39              39                           38.7
AOI/OAI and AO/OA                       53              53                           17.9
xor gates and xnor gates                13              13                           5.64
and+or+nand+nor                         96              96                           27.1
adders and majority gates                2               2                           1.24
muxes                                    5               5                           2.48
-- placed cells by master, fill, tap and decap left out, types with 9 or more instances in the layout --
cell / count
a21oi_1: 11
dfxtp_1: 39
inv_1: 11
nand2_1: 9
nand3_1: 14
nand4_1: 14
nor2_1: 20
nor4_1: 9
o21a_1: 12
xor2_1: 10
Power and IR drop assume default switching activity.
