==> flow/run.sh <==
#!/bin/bash
# OpenROAD 26Q1-2900-gdf79404cd8, Yosys 0.63+post, stock flow scripts
make -C /OpenROAD-flow-scripts/flow DESIGN_CONFIG=/design/flow/config.mk WORK_HOME=/design/flow/orfs finish
==> flow/config.mk <==
export PLATFORM = sky130hd
export DESIGN_NAME = Hello
export DESIGN_NICKNAME = Hello
export VERILOG_FILES = /design/flow/design.v
export SDC_FILE = /design/flow/constraint.sdc
export NUM_CORES = 4
export LEC_CHECK = 1
export CORE_AREA = 10 10 107 107
export DIE_AREA = 0 0 117 117
==> flow/constraint.sdc <==
current_design Hello

set clk_period 3.6
set clk_io_pct 0.2

create_clock -name clk0 -period $clk_period [get_ports {clock}]

set non_clock_inputs [all_inputs -no_clocks]
set_input_delay [expr $clk_period * $clk_io_pct] -clock clk0 $non_clock_inputs
set_output_delay [expr $clk_period * $clk_io_pct] -clock clk0 [all_outputs]
==> flow/design.v <==
module Hello(
  input   clock,
  input   reset,
  output  io_led
);
  reg [31:0] cntReg;  
  reg  blkReg;  
  wire [31:0] _cntReg_T_1 = cntReg + 32'h1;  
  assign io_led = blkReg;  
  always @(posedge clock) begin
    if (reset) begin  
      cntReg <= 32'h0;  
    end else if (cntReg == 32'h17d783f) begin  
      cntReg <= 32'h0;  
    end else begin
      cntReg <= _cntReg_T_1;  
    end
    if (reset) begin  
      blkReg <= 1'h0;  
    end else if (cntReg == 32'h17d783f) begin  
      blkReg <= ~blkReg;  
    end
  end
endmodule
==> results_slide.txt <==
Run Summary

Status
  • Run status: finished clean

Clock network
  • Post-CTS setup repair buffer count: 0
  • Buffer depth of the longest clock path: 2
  • Clk ins delay skew pair: 0.28 ns
  • CTS tree: done
  • Sinks on Clock Net: 33
  • Library cell used as clock root buffer: sky130_fd_sc_hd__clkbuf_8
  • H-tree levels: 2
  • Number of buffers added by the clock tree synthesis step: 5
  • CTS clk-pin slew, worst paths: approximately 0.06 ns
  • Number of gates resized after cts: 0
  • Number of hold buffers added after CTS: 0

Route
  • Iteration-0 DRC Markers: approximately 90
  • Number of nets still failing antenna checks after routing: 0
  • Vias per cell: approximately 4.4
  • Count of TritonRoute iterations in the first routing pass: 4
  • Via total after detailed routing: between 1000 and 1500
  • Diode count: 0
  • Aggregate routed wire length: 3180 um
  • DR WL/cell: between 10 and 15 um
  • Remaining design rule violation count: 0

Yosys
  • Share of synthesized area occupied by flip-flops and latches: a little over two fifths
  • Yosys Chip Area: 1570 um2
  • Ys async rst share: 0%
  • Number of standard cells after synthesis: about 180
  • Dominant cell by count in the synthesized netlist: sky130_fd_sc_hd__dfxtp_1
  • Ys cells: 182
  • Yosys warns: 1
  • Cells taking the most area after synthesis: sky130_fd_sc_hd__dfxtp_1 (42%), sky130_fd_sc_hd__a21oi_1 (5.4%), sky130_fd_sc_hd__xnor2_1 (5.0%)
  • Number of synthesized register bits: 33
  • Netlist cell types: 29
  • Post-synth tally of flip-flops with integrated enable: 0
  • Post-Syn Area: around 1600 um2
  • Leading post-synthesis cells by instance count: sky130_fd_sc_hd__dfxtp_1 (33), sky130_fd_sc_hd__nor2_1 (19), sky130_fd_sc_hd__a21oi_1 (17)
  • Avg Synthesized Cell Area: slightly below 9 um2
  • Area share of the leading cell type in the synthesized netlist: 42.0%
  • Cell accounting for the most synthesized area: sky130_fd_sc_hd__dfxtp_1
  • Dominant register cell: sky130_fd_sc_hd__dfxtp_1

Final timing
  • Achievable frequency: roughly 420 MHz
  • Time the worst path needs with I/O delays and setup: approximately 2.4 ns
  • Final Hold Fails: 0
  • Final-report max-slew violation count: 0
  • Setup violators final: 0
  • Relative slew slack: about half
  • Slew of the pin with the lowest slew margin: 0.755 ns
  • Unrepaired setup endpoints after global routing: no
  • Setup TNS Final: 0 ns
  • Cycle use final: about 66%
  • Setup skew after layout: 0.00666 ns

Critical path
  • Critical path required time: 3.76 ns
  • CP Launch Type: flip-flop
  • Path type of the worst setup path: flip-flop to flip-flop
  • Arrival time at the worst endpoint: between 2 and 3 ns
  • Worst path slowest cell: sky130_fd_sc_hd__or4_4
  • Max Fanout on Critical Path: 17
  • Biggest cell delay along the critical path: between 0.6 and 0.7 ns
  • Type of destination of the critical path: flip-flop
  • Sequence of cells on the critical path: nand4_1, or4_4, o31ai_4, buf_4, a21oi_1

Floorplanning
  • Placeable core area: about 9200 um2
  • Die X: 117 um
  • Chip area: 13700 um2
  • FP Core Util: approximately 17%
  • I/O pin total: 3
  • Die Y: 117 um
  • Number of cell rows: 35

Place
  • HPWL after detailed placement: ~2200 um
  • DP Area: 1720 um2
  • I/O Buffers: 2
  • Final weighted congestion in routability-driven placement: between 0.7 and 0.8

GRT
  • Number of antenna violations at the first check in global routing: 0
  • Vias in the first global route: 1188
  • First-pass GRT wire length: between 5000 and 6000 um
  • Total congestion overflow after global routing: 0
  • GRT Total Usage: a little under 5%
  • Pin count of the biggest net entering global routing: 18

Cells and area
  • Cell area after layout: 1800 um2
  • Count of fill cells added during filler insertion: slightly above 1000
  • Synth-to-Final Area Change: 14.6%
  • Proportion of layout cells with a drive suffix above 1: roughly 7.5%

Power and ir drop
  • Pwr per Cell Area: 360 nW/um2
  • Worst supply voltage drop on vdd: 0.000177 V
  • Leakage dissipation: around 0.00050 uW

Flow run
  • MaxCap Viol Count: 0
  • Tool warnings: 25

Min path
  • Hold crit path type: flip-flop to flip-flop
-- cells in the final DEF, fill, tap and decap left out, types with 6 or more instances in the layout --
master / Yosys / layout
sky130_fd_sc_hd__dfxtp_1: 33 / 33
sky130_fd_sc_hd__nor2_1: 19 / 19
sky130_fd_sc_hd__a21oi_1: 17 / 17
sky130_fd_sc_hd__nand2_1: 11 / 11
sky130_fd_sc_hd__nand3_1: 11 / 11
sky130_fd_sc_hd__o31ai_1: 10 / 10
sky130_fd_sc_hd__or4_1: 10 / 10
sky130_fd_sc_hd__nand4_1: 9 / 9
sky130_fd_sc_hd__xnor2_1: 9 / 9
sky130_fd_sc_hd__and4_1: 6 / 6
sky130_fd_sc_hd__o21ai_0: 6 / 6
sky130_fd_sc_hd__or3_1: 6 / 6
-- state kept, by name (all words and copies together) (netlist names) --
name    flops
cntReg     32
blkReg      1
-- critical path, delay by kind of cell (launching register included) --
| kind | cells | cell delay [ns] |
|---|---|---|
| flops | 1 | 0.41 |
| buf+inv | 1 | 0.34 |
| simple gates | 2 | 0.82 |
| compound gates | 2 | 0.67 |
-- metrics by stage --
| step | setup slack [ns] | hold WS, ns | instances | utilization (%) | power (uW) |
|---|---|---|---|---|---|
| floorplan | 1.77 | 0.418 | 182 | - | 388 |
| global placement | 1.24 | 0.431 | 290 | 18.7 | 392 |
| detailed placement | 1.23 | 0.438 | 290 | 18.7 | 392 |
| CTS | 1.22 | 0.450 | 298 | 19.6 | 659 |
| global route | 1.06 | 0.477 | 298 | 19.6 | 678 |
| finish | 1.24 | 0.446 | 298 | 19.6 | 649 |
-- area by class of cell --
cell class                 count  area [um2]  area share (%)
tap                          111         139            7.71
inverter                       5        18.8            1.04
clock buffer                   6        72.6            4.03
timing repair buffer           3        27.5            1.53
clock inverter                 2        10.0           0.556
sequential                    33         661            36.7
multi-input combinational    138         873            48.5
-- worst paths after layout --
check                                           start               endpoint  slack, ns  cells past startpoint
worst min-delay path             cntReg[0]$_SDFF_PP0_   cntReg[0]$_SDFF_PP0_       0.45                      1
worst max register to register  cntReg[11]$_SDFF_PP0_  cntReg[29]$_SDFF_PP0_       1.24                      5
worst min register to register   cntReg[0]$_SDFF_PP0_   cntReg[0]$_SDFF_PP0_       0.45                      1
worst max-delay path            cntReg[11]$_SDFF_PP0_  cntReg[29]$_SDFF_PP0_       1.24                      5
-- cell families after synthesis --
family,share of synthesized area [%]
adders and majority gates,0.795
xor gates and xnor gates,7.80
buffers and inverters,3.02
AOI/OAI and AO/OA,13.4
DFF,42.0
and+or+nand+nor,32.9
-- per-layer routing --
layer / wire, um / up-vias / share of wire [%] / global-route usage (%)
li1: - / 684 / - / -
met1: 1530 / 603 / 48 / 6.89
met2: 1450 / 20 / 46 / 7.87
met3: 133 / 5 / 4.2 / 1.03
met4: 63 / 0 / 2.0 / 0.988
met5: 0 / - / 0 / 0
-- report_power, final --
group,leakage [uW],switching (uW),internal (uW)
Clock,0.0000450,131,134
Sequential,0.000266,2.05,368
Combinational,0.000193,8.81,5.09
Total,0.000504,142,507
Power is estimated from default activity; no workload was simulated.
