==> design/flow/design.v <==
module Debounce(
  input        clock,
  input        reset,
  input        io_btnU,
  input  [7:0] io_sw,
  output [7:0] io_led
);
  reg  btnSync_REG;  
  reg  btnSync;  
  reg [19:0] tick_reg;  
  wire  tick = tick_reg == 20'hf423f;  
  wire [19:0] _tick_reg_T_1 = tick_reg + 20'h1;  
  reg  btnDeb;  
  reg [2:0] btnFilter_reg;  
  wire [2:0] _btnFilter_reg_T_1 = {btnFilter_reg[1:0],btnDeb};  
  wire  btnFilter = btnFilter_reg[2] & btnFilter_reg[1] | btnFilter_reg[2] & btnFilter_reg[0] | btnFilter_reg[1] &
    btnFilter_reg[0];  
  reg  risingEdge_REG;  
  wire  risingEdge = btnFilter & ~risingEdge_REG;  
  reg [7:0] r1;  
  wire [7:0] _r1_T_1 = r1 + 8'h1;  
  assign io_led = r1;  
  always @(posedge clock) begin
    btnSync_REG <= io_btnU;  
    btnSync <= btnSync_REG;  
    if (reset) begin  
      tick_reg <= 20'h0;  
    end else if (tick) begin  
      tick_reg <= 20'h0;
    end else begin
      tick_reg <= _tick_reg_T_1;
    end
    if (tick) begin  
      btnDeb <= btnSync;  
    end
    if (reset) begin  
      btnFilter_reg <= 3'h0;  
    end else if (tick) begin  
      btnFilter_reg <= _btnFilter_reg_T_1;  
    end
    risingEdge_REG <= btnFilter_reg[2] & btnFilter_reg[1] | btnFilter_reg[2] & btnFilter_reg[0] | btnFilter_reg[1] &
      btnFilter_reg[0];  
    if (reset) begin  
      r1 <= 8'h0;  
    end else if (risingEdge) begin  
      r1 <= _r1_T_1;  
    end
  end
endmodule
==> design/flow/run.sh <==
#!/bin/bash
# OpenROAD 26Q1-2900-gdf79404cd8, Yosys 0.63+post, stock flow scripts
make -C /OpenROAD-flow-scripts/flow DESIGN_CONFIG=/design/flow/config.mk WORK_HOME=/design/flow/orfs finish
==> design/flow/config.mk <==
export PLATFORM = sky130hd
export DESIGN_NAME = Debounce
export DESIGN_NICKNAME = Debounce
export VERILOG_FILES = /design/flow/design.v
export SDC_FILE = /design/flow/constraint.sdc
export NUM_CORES = 4
export LEC_CHECK = 1
export CORE_UTILIZATION = 30
==> design/flow/constraint.sdc <==
current_design Debounce

set clk_period 4.8
set clk_io_pct 0.2

create_clock -name clk0 -period $clk_period [get_ports {clock}]

set non_clock_inputs [all_inputs -no_clocks]
set_input_delay [expr $clk_period * $clk_io_pct] -clock clk0 $non_clock_inputs
set_output_delay [expr $clk_period * $clk_io_pct] -clock clk0 [all_outputs]
==> flow_metrics.rpt <==
IMPLEMENTATION SUMMARY REPORT
----------------------------------------------------
[CTS]
  Number of levels the H-tree was split into ........................ 2
  Number of sinks on the clock net ........................ 35
  Buffer depth of the longest clock path ........................ 2
  Number of buffers inserted by post-CTS setup repair ........................ 0
  Source-to-sink clock delay at the later pin of the worst-skew pair ........................ 280 ps
  Clock tree from TritonCTS ........................ done
  TritonCTS Buffers ........................ 5
  Cell resize tally after clock tree synthesis ........................ 0
  Buffer cell driving the clock tree root ........................ clkbuf_8
  Post-CTS clock slew at the launch and capture registers of the worst setup and hold paths ........................ 70 ps
  Hold buffers post-CTS ........................ 0

[Final layout]
  Sequential cell area ........................ 710.7 µm²
  Number of filler instances in the final layout ........................ 504
  Share of final-layout standard cells stronger than drive strength 1 ........................ 0.07303
  Max reg flops ........................ 20
  Growth of design area from synthesis to finish ........................ 15.58%
  Combinational cell area excluding buffers and inverters ........................ 802.0 µm²
  Util after Layout ........................ 0.3714
  Final cell count without fillers ........................ 245
  Cell area after layout ........................ 1800 µm²

[Synthesis]
  Yosys top cell by instances ........................ dfxtp_1
  Cell count in the Yosys report ........................ 164
  Synth cell types ........................ 32
  Largest type area fraction ........................ 0.4369
  Most used flip-flop cell after synthesis ........................ dfxtp_1
  Post-synth top area cell ........................ dfxtp_1
  Proportion of synthesized chip area in sequential cells ........................ 0.4562
  Number of flops mapped to enable cells by yosys ........................ 1
  Top area cells in the synthesized netlist ........................ dfxtp_1 44%, xnor2_1 9.0%, nor2_1 7.2%
  Synthesized area per cell ........................ 9.498 µm²
  Yosys Warn Count ........................ 1
  Mapped Area ........................ 1558 µm²
  Yosys Chip Area ........................ 1558 µm²
  Synthesized instance count ........................ 164
  Asr flop ratio synth ........................ 0
  Flops out of synthesis ........................ 35
  Most frequent cells after synthesis ........................ 34 x dfxtp_1, 30 x nor2_1, 16 x xnor2_1

[Global route]
  Vias in the first global route ........................ 975
  Routing layer with the top usage in global route ........................ met1
  Antenna violations before repair ........................ 0
  Global-route wire length before repair ........................ 4416 µm
  Met2 GRT Util ........................ 0.1444
  Maximum number of pins on one net before global-route repair ........................ 19
  Global-route met3 utilization ........................ 0.02473
  All-Layer GR Usage ........................ 0.1024
  Final global-route overflow total ........................ 0
  Met1 track demand over resource ........................ 0.1640

[Power]
  Switching power total ........................ 0.0001123 W
  Internal Power ........................ 0.0003995 W
  Combinational fraction of design power ........................ 0.019
  Clock network fraction of total power ........................ 0.401
  Switching Fraction ........................ 0.2195
  Leakage power figure ........................ 0.6035 nW
  Power Density ........................ 284.3 nW/µm²
  Sequential share of power ........................ 0.580
  Worst voltage drop across the vdd grid ........................ 0.09527 mV

[Setup path]
  Crit. End Element ........................ flop
  Launching element type of the critical path ........................ primary input
  Worst Path Class, Setup ........................ primary input to flop
  Worst path arrival time ........................ 2400 ps
  Data required time of the worst path ........................ 4950 ps
  Largest fanout on the critical path ........................ 18

[Floorplanning]
  Starting Density ........................ 0.3213
  Number of placed I/O pins ........................ 19
  Chip Footprint ........................ 5485 µm²
  Floorplan Core Area ........................ 4848 µm²
  Die extent in x ........................ 74.06 µm
  Placement Rows ........................ 25
  Height of the die ........................ 74.06 µm

[Placed design]
  Post-detailed-placement half-perimeter wirelength ........................ 1769 µm
  Routability Congestion ........................ 0.7456
  Count of input and output buffers ........................ 10
  Area of placed instances ........................ 1715 µm²
  Cells after DPL ........................ 237

[Timing]
  Rel. slew slack ........................ 0.6081
  Total setup violations reported at the end of the flow ........................ 0
  Final critical-path required period ........................ 2248 ps
  Slew Limit Fails ........................ 0
  Fin crit share ........................ 0.4684
  Final sum of negative setup slack ........................ 0 ps
  Worst Skew ........................ 6.438 ps
  Worst-Margin Slew ........................ 587.8 ps
  Unrepaired setup endpoints after global routing ........................ false
  Final hold viol count ........................ 0
  Peak Freq ........................ 0.4448 GHz

[Status]
  Result of the run ........................ complete, no violations

[Drt]
  Average vias per placed instance ........................ 4.506
  Remaining design rule violation count ........................ 0
  Violation count after the first detailed-routing iteration ........................ 38
  Antenna violation net count after detailed routing ........................ 0
  Routed wire length ........................ 2555 µm
  Drt first pass iters ........................ 2
  WL per Instance ........................ 10.43 µm
  Antenna cells ........................ 0
  Routed vias ........................ 1104

[Flow run]
  Max_cap viols ........................ 0
  Number of warnings in the stage logs ........................ 33

[Hold path]
  Path category of the worst min-delay check ........................ flop to flop

----------------------------------------------------
layer usage:
metal	share of wire	routed length, µm
met5	0	0
met4	0.016	42
met3	0.034	88
met2	0.41	1049
met1	0.54	1375
power by group through the flow:
stage	Clock [W]	Sequential [W]	Combinational, W
6_report	0.000205	0.000297	0.00000951
4_1_cts	0.000213	0.000297	0.00000972
5_1_grt	0.000225	0.000297	0.0000111
through the flow:
stage,setup WS (ps),hold WS [ps],power [W]
2_1_floorplan,3178,309.6,0.0003106
3_3_place_gp,2248,311.5,0.0003131
3_5_place_dp,2215,314.3,0.0003133
4_1_cts,2524,331.6,0.0005196
5_1_grt,2382,344.2,0.0005330
6_report,2552,332.3,0.0005119
cells in the final DEF, fill, tap and decap left out, drive strengths merged, types with 2 or more instances in the layout:
cell           instances
a21oi                  4
and3                   4
and4                   3
clkbuf                 6
clkdlybuf4s50         10
dfxtp                 34
ha                     2
inv                    5
mux2i                  3
nand2                  6
nand3                 11
nand4                  6
nand4b                 3
nor2                  30
nor3                   6
nor3b                  3
nor4                   8
o21ai                  3
xnor2                 16
xor2                   6
layout make-up:
cell class	instances	area share
Clock buffer	6	0.04031
Clock inverter	2	0.006949
Inverter	5	0.01042
Multi-Input combinational cell	120	0.4454
Sequential cell	35	0.3947
Tap cell	67	0.04656
Timing Repair Buffer	10	0.05559
worst max-delay path, stage by stage:
cell and delay (ps):
clkdlybuf4s50_1 800, a21o_1 520, nor2_1 100
cell families (layout without fill, tap and decap cells):
group / after synthesis / count (layout) / share of synthesized area
AND/OR/NAND/NOR: 83 / 83 / 0.3165
flip-flops: 35 / 35 / 0.4562
XOR/XNOR: 22 / 22 / 0.1237
AND-OR/OR-AND: 9 / 9 / 0.03293
buffers and inverters: 9 / 23 / 0.02892
adder cells (fa/ha/maj): 3 / 3 / 0.02249
multiplexers: 3 / 3 / 0.01928
worst paths after layout:
| path | startpoint | to | slack [ps] | cells after the start |
|---|---|---|---|---|
| setup / recovery | reset | tick_reg[9] | 2550 | 3 |
| hold / removal | btnSync_REG | btnSync | 330 | 0 |
| setup reg to reg | tick_reg[12] | tick_reg[9] | 2950 | 4 |
| hold reg to reg | btnSync_REG | btnSync | 330 | 0 |
Power and IR drop assume default switching activity.
