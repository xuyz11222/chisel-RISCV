$ cat design/flow/run.sh
#!/bin/bash
# OpenROAD 26Q1-2900-gdf79404cd8, Yosys 0.63+post, stock flow scripts
make -C /OpenROAD-flow-scripts/flow DESIGN_CONFIG=/design/flow/config.mk WORK_HOME=/design/flow/orfs finish
$ cat design/flow/config.mk
export PLATFORM = sky130hd
export DESIGN_NAME = alu
export DESIGN_NICKNAME = alu
export VERILOG_FILES = /design/flow/design.v
export SDC_FILE = /design/flow/constraint.sdc
export NUM_CORES = 4
export LEC_CHECK = 1
export CORE_UTILIZATION = 40
$ cat design/flow/constraint.sdc
current_design alu

set clk_period 19.9
set clk_io_pct 0.2

create_clock -name clk0 -period $clk_period

set non_clock_inputs [all_inputs -no_clocks]
set_input_delay [expr $clk_period * $clk_io_pct] -clock clk0 $non_clock_inputs
set_output_delay [expr $clk_period * $clk_io_pct] -clock clk0 [all_outputs]
$ cat design/flow/design.v
module alu(
  input         clock,
  input         reset,
  input  [9:0]  io_op,
  input  [31:0] io_data1,
  input  [31:0] io_data2,
  output [31:0] io_result
);
  wire  op_sub = io_op[1];  
  wire  op_slt = io_op[2];  
  wire  op_sltu = io_op[3];  
  wire  op_sra = io_op[9];  
  wire  _adder_b_T_1 = op_sub | op_slt | op_sltu;  
  wire [31:0] _adder_b_T_2 = ~io_data2;  
  wire [31:0] adder_b = op_sub | op_slt | op_sltu ? _adder_b_T_2 : io_data2;  
  wire [31:0] _adder_cout_result_T_1 = io_data1 + adder_b;  
  wire [31:0] _GEN_10 = {{31'd0}, _adder_b_T_1};  
  wire [31:0] _adder_cout_result_T_3 = _adder_cout_result_T_1 + _GEN_10;  
  wire [32:0] adder_cout_result = {{1'd0}, _adder_cout_result_T_3};  
  wire  adder_cout = adder_cout_result[32];  
  wire [31:0] add_sub_result = adder_cout_result[31:0];  
  wire  _slt_result_T_3 = io_data1[31] & ~io_data2[31];  
  wire  _slt_result_T_9 = _slt_result_T_3 | io_data1[31] == io_data2[31] & add_sub_result[31];  
  wire [31:0] slt_result = {31'h0,_slt_result_T_9};  
  wire  _sltu_result_T = ~adder_cout;  
  wire [31:0] sltu_result = {31'h0,_sltu_result_T};  
  wire [31:0] and_result = io_data1 & io_data2;  
  wire [31:0] or_result = io_data1 | io_data2;  
  wire [31:0] xor_result = io_data1 ^ io_data2;  
  wire [62:0] _GEN_11 = {{31'd0}, io_data1};  
  wire [62:0] sll_result = _GEN_11 << io_data2[4:0];  
  wire  _data1_64_T_1 = op_sra & io_data1[31];  
  wire [31:0] _data1_64_T_3 = _data1_64_T_1 ? 32'hffffffff : 32'h0;  
  wire [63:0] data1_64 = {_data1_64_T_3,io_data1};  
  wire [63:0] sr64_result = data1_64 >> io_data2[4:0];  
  wire [31:0] sr_result = sr64_result[31:0];  
  wire [31:0] _GEN_0 = 10'h200 == io_op ? sr_result : 32'h0;  
  wire [31:0] _GEN_1 = 10'h100 == io_op ? sr_result : _GEN_0;  
  wire [62:0] _GEN_2 = 10'h80 == io_op ? sll_result : {{31'd0}, _GEN_1};  
  wire [62:0] _GEN_3 = 10'h40 == io_op ? {{31'd0}, xor_result} : _GEN_2;  
  wire [62:0] _GEN_4 = 10'h20 == io_op ? {{31'd0}, or_result} : _GEN_3;  
  wire [62:0] _GEN_5 = 10'h10 == io_op ? {{31'd0}, and_result} : _GEN_4;  
  wire [62:0] _GEN_6 = 10'h8 == io_op ? {{31'd0}, sltu_result} : _GEN_5;  
  wire [62:0] _GEN_7 = 10'h4 == io_op ? {{31'd0}, slt_result} : _GEN_6;  
  wire [62:0] _GEN_8 = 10'h2 == io_op ? {{31'd0}, add_sub_result} : _GEN_7;  
  wire [62:0] _GEN_9 = 10'h1 == io_op ? {{31'd0}, add_sub_result} : _GEN_8;  
  assign io_result = _GEN_9[31:0];  
endmodule
==> impl_metrics.py <==
# Metrics from the implementation run
metrics = {
    "clocking": {
        "hold_buffers": 0,
        "cts.repair.resized": 0,
        "post_cts_buffers": 0,
    },
    "route": {
        "drc": 0,
        "totalWireLength_mm": 30.0,
        "first_iter_violations": 795,
        "ant_nets": 0,
        "wl_per_cell_um": 23.0,
        "vias_per_cell": 6.44,
        "drtPass1Iterations": 5,
        "route.vias.total": 8381,
    },
    "hold_path": {
        "hold-path-cell-count": 7,
        "hp-class": "primary input to output pin",
        "min_to": "io_result[3]",
        "worstHoldStart": "io_data2[3]",
    },
    "job": {
        "warning_count": 68,
        "maxCapViolations": 0,
    },
    "pwr": {
        "swShare_pct": 58.2,
        "p_leak_nw": 3.53,
        "switching_power_w": 0.000129,
        "p_per_area_mw_per_mm2": 25.3,
        "internal-power_w": 0.0000927,
        "ir_drop_mv": 0.00974,
    },
    "floorplan": {
        "fp_util_pct": 41.4,
        "die_height_um": 140,
        "die_width_um": 140,
        "die_area_mm2": 0.0195,
        "ios": 108,
        "coreArea_mm2": 0.0183,
        "fp-row-count": 49,
    },
    "logic_synthesis": {
        "synthAoiAreaFrac_pct": 28.3,
        "ys_seq_share_pct": 0,
        "ys_area_mm2": 0.00757,
        "synthAdderAreaFrac_pct": 16.1,
        "ys_cells": 1022,
        "yosysUniqueCellTypes": 78,
        "synthXorXnorAreaFrac_pct": 6.36,
        "synth_area_per_cell_um2": 7.41,
        "netlist_area_mm2": 0.00757,
        "ys_sh_simple_pct": 16.8,
        "synth.mux.area_fraction_pct": 24.2,
        "netlist_instances": 1022,
        "topCombFamilyByArea": "AND-OR/OR-AND gates",
        "ys_warn_count": 0,
    },
    "status": {
        "outcome": "completed",
    },
    "cells_and_area": {
        "seq_cells": 0,
        "fillers": 1867,
        "area_delta_synth_final_pct": 15.5,
        "seqCellArea_um2": 0,
        "mi_logic_area_mm2": 0.00698,
        "final_cell_mix": "107 x nor2_1, 102 x clkdlybuf4s50_1, 96 x ha_1, 88 x o21ai_0, 83 x a21oi_1",
        "n_clock_buffer": 0,
        "final_cell_count_no_fill": 1301,
        "lay_top_count": "nor2_1",
        "drive_above_1_share_pct": 10.5,
    },
    "critical_path": {
        "critPathKind": "primary input to output pin",
        "cp.required_ns": 15.92,
        "crit_arrival_ns": 8.62,
        "worstPathMaxFanout": 32,
        "startpoint_type": "primary input",
        "endpoint_kind": "output pin",
    },
    "final_timing": {
        "hold_viol": 0,
        "setup_violations": 0,
        "slew_headroom_pct": 48.1,
        "max_slew.worst_pin.slew_ns": 0.770,
        "period_used_pct": 63.3,
        "grt_setup_unrepaired": "false",
        "setup_tns_ns": 0,
        "final_max_slew_viol_count": 0,
        "setup_ws_ns": 7.30,
        "min_period_ns": 12.60,
        "max_freq_mhz": 79.4,
    },
    "grt": {
        "antenna_found_initial": 4,
        "grt_max_degree": 69,
        "grt_pass1_vias": 7649,
        "grt.overflow.total": 0,
        "grt_first_pass_wirelength_mm": 45.7,
        "grtUsageTotal_pct": 31.2,
    },
    "place": {
        "dpl.hpwl_mm": 22.9,
        "place_inst": 1300,
        "io_buffers": 106,
        "place_congestion": 0.990,
        "place_ws_ns": 7.34,
    },
}
cell families after synthesis:
group	after synthesis
fa+ha+maj	97
compound gates	332
buf+inv	154
xor+xnor	55
simple gates	276
mux	108
per-layer routing:
layer | vias to the layer above | GRT usage [%] | share of wire (%)
met3 | 49 | 11.0 | 12
met5 | - | 0 | 0.030
li1 | 3950 | - | -
met2 | 406 | 46.4 | 44
met4 | 2 | 5.03 | 1.8
met1 | 3974 | 44.7 | 43
critical path: stages:
cell	delay, ns
clkdlybuf4s50_1	0.55
nor3_2	0.22
buf_4	0.51
xnor2_1	0.20
fa_1	0.47
a211oi_1	0.34
o21ai_0	0.25
nand3_1	0.13
nand2_1	0.16
a32o_1	0.30
o221a_2	0.29
a311oi_1	0.38
mux2i_1	0.12
o211ai_1	0.19
clkdlybuf4s50_1	0.50
synth_stat cells, types with 5 or more instances:
library cell	count	area, um^2
o21ai_0	88	440
mux2_2	8	90.1
ha_1	96	1200
nand2b_1	6	37.5
a22oi_1	12	90.1
nor3_1	24	120
inv_1	75	282
nand2_1	79	297
a21oi_1	83	415
o22ai_1	13	81.3
a221oi_1	14	123
a211o_1	6	52.6
buf_2	16	80.1
nand3_1	14	70.1
a31oi_1	7	43.8
nand4_1	9	56.3
a211oi_1	13	97.6
mux2i_1	41	410
o31ai_1	5	37.5
xnor2_1	44	385
o311ai_0	5	43.8
clkbuf_1	48	180
a221o_1	5	50.1
nor2_1	107	402
o221ai_1	11	96.3
or3_1	6	37.5
o211ai_1	20	150
a21o_1	7	52.6
xor2_1	11	96.3
mux4_2	59	1330
buf_1	8	30.0
area by class of cell:
class	instances	area share, %
multi-input combinational	868	79.7
timing repair buffer	126	13.6
inverter	77	3.30
tap	229	3.28
antenna	1	0.0286
power by group through the flow:
stage,Clock [W],Combinational [W],Sequential (W)
global route,0,0.000241,0
CTS,0,0.000217,0
stage by stage:
stage,util [%],hold slack [ns],area [um^2],power [W]
2_1_floorplan,-,8.09,7570,0.000147
3_3_place_gp,47.9,9.11,8740,0.000216
3_5_place_dp,47.9,9.08,8740,0.000215
4_1_cts,47.9,9.09,8740,0.000217
5_1_grt,47.9,9.17,8740,0.000241
6_report,47.9,9.09,8750,0.000222
how the worst max path moves through the flow:
stage | startpoint | end | slack (ns) | depth (start not counted)
6_report | io_op[3] | io_result[30] | 7.30 | 15
5_1_grt | io_data2[0] | io_result[30] | 7.03 | 15
4_1_cts | io_op[3] | io_result[30] | 7.30 | 15
Power figures rest on the tool's default switching activity, not on a simulated workload.
